File: flow/design.v
`timescale 1ns / 1ps
module Register(
    input clk, reg_write,
    input [4:0] read_reg1, read_reg2, write_reg, Input_Readreg,
    input [31:0] write_data,
    output [31:0] read_data1, read_data2, RegOut
    );
    reg [31:0] registers [0:31];
    integer i;
    initial begin
        for (i = 0; i < 32; i = i + 1)
            registers[i] = 32'b0;   
    end
    assign read_data1 = registers[read_reg1];
    assign read_data2 = registers[read_reg2];
    assign RegOut = registers[Input_Readreg];
    always @(negedge clk) begin
        if (reg_write == 1)
            registers[write_reg] <= write_data;
    end
endmodule
File: flow/run.sh
#!/bin/bash
# OpenROAD 26Q1-2900-gdf79404cd8, Yosys 0.63+post, stock flow scripts
make -C /OpenROAD-flow-scripts/flow DESIGN_CONFIG=/design/flow/config.mk WORK_HOME=/design/flow/orfs finish
File: flow/config.mk
export PLATFORM = sky130hd
export DESIGN_NAME = Register
export DESIGN_NICKNAME = Register
export VERILOG_FILES = /design/flow/design.v
export SDC_FILE = /design/flow/constraint.sdc
export NUM_CORES = 4
export LEC_CHECK = 1
export CORE_UTILIZATION = 30
File: flow/constraint.sdc
current_design Register

set clk_period 7.5
set clk_io_pct 0.2

create_clock -name clk0 -period $clk_period [get_ports {clk}]

set non_clock_inputs [all_inputs -no_clocks]
set_input_delay [expr $clk_period * $clk_io_pct] -clock clk0 $non_clock_inputs
set_output_delay [expr $clk_period * $clk_io_pct] -clock clk0 [all_outputs]
==> results.cfg <==
; physical design summary
[run]
warnings = 1030
drv_cap = 0

[clocking]
cts_tree = yes
cts.clk_slew.worst_paths_ns = 0.04
cts_buffers = 112
clock_sinks = 1024
htreeDepth = 3
cts_root_buf = clkbuf_16
cts_buffer_depth = 3
hold_buffers = 0

[worst_setup_path]
cp.arrival_ns = 6.06
crit_top_cell = buf_6
critPathRequiredTime_ns = 6.00
crit_slowest_cell = edfxtp_1
crit_path_start_kind = register
cp_max_fo = 2
critPathKind = reg -> out
crit_path_max_incr_delay_ns = 0.40
path_cells = buf_6, buf_6, mux2i_1, a22o_1, nor3_2, a31oi_2, nand3_2, buf_2
end_kind = primary output

[synthesis]
synthMuxAreaShare_pct = 26.7
synth_cell_type_count = 24
yosys_cells = 4545
synthAdderAreaFrac_pct = 0
synth_area_um2 = 57700
synth-compound-area-share_pct = 10.2
ys.flops = 1024
netlist.area_leader.share_pct = 53.3
ys_seq_share_pct = 53.3
yosys_warnings = 1
xor_share_pct = 0
netlist_instances = 4545
synthTopCellsByArea = edfxtp_1, mux2i_1, a22oi_1, a22o_1, nand3_1
simple_gate_area_share_pct = 5.80
yosysChipArea_um2 = 57700
yosys.area.top_type = edfxtp_1
logic_family = multiplexers
synth.avg_cell_area_um2 = 12.7

[final_timing]
worst_pin_slew_ns = 1.07
fin_hold_ws_ns = 3.93
rsz0062_at_grt = true
hold_viol_final = 0
setup_viol = 8
postLayoutSetupSlackWorst_ns = -0.0642
maxSlewViolCount = 0
slew_headroom_pct = 28.2

[placed_design]
port_buffers = 149
placed_area_um2 = 63100
hpwl_um = 125000
post-place-ws_ns = 0.190
gp_congestion = 0.923

[floorplanning]
core_util_floorplan_pct = 30.3
die_x_um = 440
ios = 150
die_area_um2 = 194000
core_um2 = 191000
rows = 160
die_h_um = 440

[layout]
regMostFlops = registers
final_area_um2 = 72500
drive_above_1_share_pct = 14.1
top_regs = registers (1024)
largest_reg_flops = 1024
area_growth_pct = 25.6
final_util_pct = 38.0

[pwr]
leakage_nw = 31.5
p_per_area_nw_per_um2 = 226
vdd_drop_max_mv = 0.180

[detailed_routing]
via_per_inst = 5.44
vias = 45400
final_antenna_net_count = 0
totalWireLength_um = 215000
drt_pre_antenna_iters = 7
drt_iter0_markers = 3659
wire_per_inst_um = 25.8
drc_errors = 0

[worst_hold_path]
min_path_type = in -> out
holdPathStages = 6

[status]
status = finished, violations left
violations = negative setup slack

[global_routing]
grt-ovfl-total = 0
grt_max_degree = 91
grt_first_pass_wirelength_um = 307000
gr-usage-all-layers_pct = 22.9
antenna_found_initial = 6
grt_pass1_vias = 47800
-- timing repair --
item                                    in CTS  in global routing
pin swaps                                  160                 94
endpoints found under the setup margin      96                 82
setup buffers                               47                  5
gates resized                              478                 86
gates cloned                                 0                  0
-- Yosys cell counts --
cell type	number
a21oi_1	288
a22o_1	192
a22oi_1	288
a31oi_1	96
and2_1	3
buf_1	22
buf_2	108
buf_4	77
buf_6	60
clkbuf_1	106
clkbuf_4	6
edfxtp_1	1024
inv_1	1
mux2i_1	1536
nand2_1	292
nand2b_1	6
nand3_1	290
nand3b_1	5
nor2_1	36
nor2b_1	6
nor3_1	96
or2_2	3
or3_1	1
or3b_2	3
-- critical path, delay by kind of cell (launching register included) --
kind / cells / cell delay [ns]
flops: 1 / 0.40
compound gates: 2 / 0.47
simple gates: 2 / 0.19
buf+inv: 3 / 0.38
mux: 1 / 0.13
-- worst paths after layout --
| check | slack [ns] | to | start |
|---|---|---|---|
| worst max-delay path | -0.06 | read_data2[21] | registers[2][21] |
| worst min-delay path | 3.93 | RegOut[7] | Input_Readreg[1] |
-- cell families after synthesis --
| kind of cell | after synthesis |
|---|---|
| compound gates | 864 |
| buf+inv | 380 |
| flops | 1024 |
| mux | 1536 |
| simple gates | 741 |
-- per-layer routing --
layer  vias up  GRT usage, %  share of wire [%]
met5         -          1.17               0.11
met4        12          13.1                5.4
met3       536          13.7                 13
met2      2822          33.1                 45
met1     21700          26.2                 36
li1      20300             -                  -
-- cell usage in the layout (no fill, tap or decap), types with 5 or more instances in the layout --
cell,count
inv_4,13
diode_2,5
inv_1,1044
nand2_1,289
clkdlybuf4s15_1,17
nor2b_4,6
buf_6,18
nor3_4,15
nand3_2,72
edfxtp_1,1024
buf_12,82
bufinv_16,21
a21oi_1,288
buf_2,48
nor3_1,23
a31oi_1,36
nand3_4,12
nor2_4,35
a31oi_4,23
clkinvlp_2,29
buf_4,173
clkdlybuf4s50_1,50
nand3b_1,5
nand2b_2,6
a22o_1,192
nand3_1,206
a22oi_1,285
clkbuf_2,26
mux2i_1,1535
a31oi_2,37
nor3_2,58
clkbuf_16,114
-- metrics by stage --
step	std cells	power, mW	setup TNS, ns
final	8336	16.3	-0.313
after detailed placement	7051	9.12	0
after CTS	8327	16.5	-0.610
after global placement	7051	9.11	0
after global routing	8331	17.3	-1.46
after floorplan	4545	8.31	-49.96
-- where the power goes --
group	leakage (nW)	internal (mW)	switching [mW]	total, mW
Sequential	9.22	6.42	0.0426	6.46
Clock	7.40	4.22	3.80	8.02
Combinational	14.9	0.674	1.18	1.86
Total	31.5	11.3	5.03	16.3
-- area by class of cell --
class                      count  area [um2]
tap                         2511        3140
clock buffer                 114        2850
multi-input combinational   3141       26500
clock inverter              1120        4930
timing repair buffer         421        4260
fill                       17600      118000
antenna                        5        12.5
sequential                  1024       30700
No activity file was given, so power comes from the tool's default toggle rates.
