==> flow/design.v <==
`timescale 1ns / 1ps
module ID_EX(
    input Clk,
    input Flush,
    input IDRegWrite,
    output reg EXRegWrite,
    input IDMemtoReg,
    output reg EXMemtoReg,
    input IDMemWrite,
    output reg EXMemWrite,
    input IDMemRead,
    output reg EXMemRead,
    input [1:0] IDALUOp,
    output reg [1:0] EXALUOp,
    input IDRegDst,
    output reg EXRegDst,
    input IDALUSrc,
    output reg EXALUSrc,
    input [31:0] IDRegData1,
    input [31:0] IDRegData2,
    output reg [31:0] EXRegData1,
    output reg [31:0] EXRegData2,
    input [31:0] IDSignExImm,
    output reg [31:0] EXSignExImm,
    input [4:0] IDrs,
    output reg [4:0] EXrs,
    input [4:0] IDrt,
    output reg [4:0] EXrt,
    input [4:0] IDrd,
    output reg [4:0] EXrd
    );
    initial begin
        EXRegWrite = 1'b0;
        EXMemtoReg = 1'b0;
        EXMemWrite = 1'b0;
        EXMemRead = 1'b0;
        EXALUOp = 2'b0;
        EXRegDst = 1'b0;
        EXALUSrc = 1'b0;
        EXRegData1 = 32'b0;
        EXRegData2 = 32'b0;
        EXSignExImm = 32'b0;
        EXrs = 5'b0;
        EXrt = 5'b0;
        EXrd = 5'b0;
    end
    always @ (posedge Clk) begin
        if (Flush) begin
            EXRegWrite <= 1'b0;
            EXMemtoReg <= 1'b0;
            EXMemWrite <= 1'b0;
            EXMemRead <= 1'b0;
            EXALUOp <= 2'b0;
            EXRegDst <= 1'b0;
            EXALUSrc <= 1'b0;
        end
        else begin
            EXRegWrite <= IDRegWrite;
            EXMemtoReg <= IDMemtoReg;
            EXMemWrite <= IDMemWrite;
            EXMemRead <= IDMemRead;
            EXALUOp <= IDALUOp;
            EXRegDst <= IDRegDst;
            EXALUSrc <= IDALUSrc;
            EXRegData1 <= IDRegData1;
            EXRegData2 <= IDRegData2;
            EXSignExImm <= IDSignExImm;
            EXrs <= IDrs;
            EXrt <= IDrt;
            EXrd <= IDrd;
        end
    end
endmodule
==> flow/run.sh <==
#!/bin/bash
# OpenROAD 26Q1-2900-gdf79404cd8, Yosys 0.63+post, stock flow scripts
make -C /OpenROAD-flow-scripts/flow DESIGN_CONFIG=/design/flow/config.mk WORK_HOME=/design/flow/orfs finish
==> flow/config.mk <==
export PLATFORM = sky130hd
export DESIGN_NAME = ID_EX
export DESIGN_NICKNAME = ID_EX
export VERILOG_FILES = /design/flow/design.v
export SDC_FILE = /design/flow/constraint.sdc
export NUM_CORES = 4
export LEC_CHECK = 1
export CORE_AREA = 10 10 165 165
export DIE_AREA = 0 0 175 175
==> flow/constraint.sdc <==
current_design ID_EX

set clk_period 1.0
set clk_io_pct 0.2

create_clock -name clk0 -period $clk_period [get_ports {Clk}]

set non_clock_inputs [all_inputs -no_clocks]
set_input_delay [expr $clk_period * $clk_io_pct] -clock clk0 $non_clock_inputs
set_output_delay [expr $clk_period * $clk_io_pct] -clock clk0 [all_outputs]
==> notes.md <==
The synthesis and place-and-route flow finished, so here is a summary.

The flow ran to the end, but the final reports show violations. The final reports fail on setup timing. The number of clock sinks seen by CTS is between 100 and 150. Per the post-route antenna check, the number of violating nets is 0.

The delay contributed by the slowest stage of the critical path is about 0.38 ns. The tightest slew margin relative to the limit is a little under nine tenths. The count of max-cap constraint violations is 0. The routed wire length came out at between 10000 and 15000 um. In the final layout, the fill cell count is between 2000 and 2500. The post-synth design cell area is roughly 0.0035 mm2. Dividing the detail-routed via count by the number of cells gives around 3.2. The STA report counts the stages on the worst setup path as 1. The number of library cell types mapped by synthesis is 4. For this run, the number of Yosys warnings is 1.

The data arrival time at the worst-slack endpoint is approximately 0.92 ns. The final-report setup violation count is approximately 120. The combined global-route utilization of all metal layers is under 10%. The clock slew at the register clock pins of the worst setup and hold paths came out at about 0.050 ns. The vertical die dimension is between 150 and 200 um. The number of endpoints with negative hold slack in the final report came out at 0. The kind of cell with the highest combined delay on the critical path is flip-flops. The gate count after technology mapping came out at between 100 and 150. Per the STA report, the cell with the highest stage delay on the worst path is edfxtp_1. Counting flops and latches in the post-synthesis netlist gives between 100 and 150.

The final route contains ~2300 vias. The worst setup path is launched from a register. The first global-routing pass estimated between 15000 and 20000 um of wire. The final routed wire length divided by cell count is 17.45 um. The flow reported a cell area power density of between 2000 and 2500 mW/mm2. The sequential-to-total area share from yosys stat came out at a little over nine tenths. The final tally of max-slew violations is 0. The cell depth of the worst min-delay path came out at 3.

The report lists the cells along the critical path as buf_2. The initial antenna violation count came out at 2. The fraction of the core area occupied by cells at floorplan is 15.07%.

The number of cells in the yosys synthesis report is ~130. The remaining design rule violation count came out at 0. The critical path data required time came out at roughly 0.80 ns. Across the whole layout, storage elements account for ~0.0035 mm2. The maximum clock path buffer count came out at 2. The completed layout was analyzed and its total power is around 0.013 W. Summing all multi-input logic gate instances after layout gives ~50 um2. Entering global routing, the biggest net connects between 40 and 50 pins.

The worst setup path is captured at a primary output. Counting the buffers created by CTS gives 17. The count of cells in the finished layout, fillers not included, comes to between 700 and 800. Looking at the post-CTS report, the setup buffer insertion count equals 0. The number of placed instances, taps included, is 698. For this run the aggregate overflow at the end of global routing stands at 0.

The number of I/O pins is between 200 and 250. The mean area per synthesized cell came out at 27.71 um2. The layout summary lists the proportion of cells stronger than drive strength 1 as 38.78%. The placeable core region came out at approximately 0.024 mm2. The type of the tightest min-delay check is in2reg.

The fmax is ~890 MHz. The worst-case vdd ir drop came out at ~0.89 mV. The total die size is about 0.031 mm2. The buffer and inverter count on the worst path came out at 1. Setup repair after global routing could not meet its margin everywhere.

The half-perimeter wire length after detailed placement is 10730 um. The highest net fanout along the worst path came out at 1. Counting I/O delays and the setup requirement, the final critical path takes approximately 1.1 ns. The leakage power in the latest report is 2.507 nW. The standard-cell row count is between 50 and 60. The clock tree from TritonCTS is built. The first-iteration detailed-routing DRC count came out at about 76. The number of I/O port buffers is about 240. Across all stage logs, warnings added up to 28. The via count of the first global-routing pass was approximately 2600. In this run the clock root is driven by a clkbuf_16. The synthesized netlist has a Yosys-reported chip area of about 0.0035 mm2.

The number of antenna diodes came out at 0. From left edge to right edge, the die measures 175 um. The type of the worst setup path is reg2out.

The area growth from synthesis to layout is 84.44%. The H-tree depth is 4. The final critical-path setup slack is -0.1179 ns. The slew at the pin with the worst max-slew slack is around 0.22 ns. The first-pass iteration count of the detailed router is 4. The final weighted congestion in routability-driven placement came out at 0.7322. The final timing summary puts the cycle share of the worst path at 111.8%.
==> state kept, by name, summed over array words and instances, names as in the netlist, 2 cells and up <==
signal       cells
EXALUOp          2
EXSignExImm     32
EXrs             5
EXrt             5
EXRegData1      32
EXRegData2      32
EXrd             5
==> final timing paths <==
check | startpoint | to | slack, ns
worst max-delay path | EXSignExImm[3] | EXSignExImm[3] | -0.12
worst min-delay path | Flush | EXMemRead | 0.32
==> layout make-up <==
| cell class | count | share of cell area (%) |
|---|---|---|
| Sequential cell | 119 | 53.43 |
| Timing Repair Buffer | 251 | 30.16 |
| Clock buffer | 20 | 6.674 |
| Tap cell | 319 | 6.101 |
| Clock inverter | 11 | 2.754 |
| Multi-Input combinational cell | 8 | 0.7650 |
| Inverter | 1 | 0.1147 |
==> through the flow <==
step	cell area (um2)	util, %	setup TNS [ns]	worst slack [ns]	hold slack, ns
final	6543	27.79	-9.134	-0.1179	0.3174
after global routing	6543	27.79	-16.02	-0.1838	0.3227
after CTS	6541	27.78	-13.38	-0.1711	0.2978
after detailed placement	6520	27.69	-50.68	-0.4857	0.7579
after global placement	6520	27.69	-52.01	-0.4985	0.7558
after floorplan	3551	-	-130.58	-1.176	0.2716
==> cells by family after synthesis <==
logic type	count (synthesis)	synth area share (%)
buffers and inverters	1	0.1057
DFF	119	98.48
and+or+nand+nor	8	1.411
==> Yosys cell counts <==
master    instances  area (um2)
edfxtp_1        111        3333
dfxtp_1           8       160.2
inv_1             1       3.750
nor2b_1           8       50.05
==> where the power goes <==
part	leakage (nW)	internal (W)	switching [W]	total [W]
combinational	1.05	0.000707	0.000295	0.00100
sequential	1.15	0.00587	0.0000972	0.00597
clock	0.300	0.00437	0.00200	0.00637
total	2.51	0.0110	0.00239	0.0133
==> timing repair <==
action                     in CTS  in global routing
resized                       394                  1
hold buffers                    0                  0
setup endpoints to repair     189                119
==> routing by layer <==
| metal | GRT usage, % | part of all wire (%) | wire length (um) |
|---|---|---|---|
| met5 | 0 | 0.24 | 31 |
| met2 | 13.13 | 48 | 6144 |
| met4 | 1.272 | 1.4 | 181 |
| met1 | 9.565 | 37 | 4751 |
| met3 | 5.102 | 13 | 1614 |
==> cell usage in the layout (no fill, tap or decap), drive strengths merged <==
master         count
nor2b              8
dfxtp              8
buf              131
bufinv             5
edfxtp           111
clkdlybuf4s50    119
dlygate4sd2        1
clkbuf            20
clkinv             6
clkinvlp           1
No activity file was given, so power comes from the tool's default toggle rates.
