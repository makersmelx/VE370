## constraint.sdc

```tcl
current_design DataMemory

set clk_period 40.7
set clk_io_pct 0.2

create_clock -name clk0 -period $clk_period [get_ports {clk}]

set non_clock_inputs [all_inputs -no_clocks]
set_input_delay [expr $clk_period * $clk_io_pct] -clock clk0 $non_clock_inputs
set_output_delay [expr $clk_period * $clk_io_pct] -clock clk0 [all_outputs]
```

## config.mk

```make
export PLATFORM = sky130hd
export DESIGN_NAME = DataMemory
export DESIGN_NICKNAME = DataMemory
export VERILOG_FILES = /design/flow/design.v
export SDC_FILE = /design/flow/constraint.sdc
export NUM_CORES = 4
export LEC_CHECK = 1
export CORE_UTILIZATION = 30
```

## run.sh

```bash
#!/bin/bash
# OpenROAD 26Q1-2900-gdf79404cd8, Yosys 0.63+post, stock flow scripts
make -C /OpenROAD-flow-scripts/flow DESIGN_CONFIG=/design/flow/config.mk WORK_HOME=/design/flow/orfs finish
```

## design.v

```verilog
`timescale 1ns / 1ps
module DataMemory(
    input       clk, mem_read, mem_write,
    input       [31:0]  address, data_write,
    output      [31:0]  data_read
    );
    parameter        size = 64;	
    wire     [31:0]  index;
    reg      [31:0]  register_memory [0:size-1];
    integer i;
    assign index = address >> 2;
    initial begin
        for (i = 0; i < size; i = i + 1)
            register_memory[i] = 32'b0;   
    end
    always @ ( posedge clk ) begin
        if (mem_write == 1'b1) begin
            register_memory[index] = data_write;   
        end
    end
    assign data_read = (mem_read == 1'b1) ? register_memory[index]:32'b0;
    endmodule
```

==> ci_impl_report.md <==
### Yosys + OpenROAD results

| Metric | Value |
|---|---|
| Power per cell area | 47.0 nW/um^2 |
| Post-synthesis async set-or-reset flop share | 0 |
| Pins over their slew limit | 0 |
| Total clock buffers created by CTS | 194 |
| Last weighted congestion value of the routability-driven placer | 0.905 |
| Cell area after placement | 85900 um^2 |
| Chip area estimate from yosys synthesis | 80200 um^2 |
| Number of detailed-routing iterations run before antenna repair | 7 |
| Critical Path Sink Type | output pin |
| Die height | 519 um |
| Yosys cell count | 4674 |
| Final non-filler cell area | 92100 um^2 |
| Crit Path Category | input pin to output pin |
| Antenna violations before repair | 7 |
| Total standard cell area after synthesis | 80200 um^2 |
| DRT antenna net count | 0 |
| Clock tree from TritonCTS | built |
| Total number of warnings across the stage logs | 52 |
| Most frequently placed logic cell in the final layout | sky130_fd_sc_hd__edfxtp_1 |
| Area overhead of the layout relative to synthesis | 14.8% |
| Fraction of met1 tracks used by global routing | 0.194 |
| Number of core rows | 189 |
| Number of flip-flops under the largest register name | 2048 |
| Cells after DPL | 8121 |
| Share of post-route cells with drive strength above 1 | 0.150 |
| Clk slew on worst S/H paths | 0.06 ns |
| Path class of the lowest-slack min-delay path | input pin to flip-flop |
| Max Freq | 0.0474 GHz |
| Final period demand of the worst path | 21.09 ns |
| Number of failing hold endpoints at the final stage | 0 |
| Number of flops mapped to enable cells by yosys | 2048 |
| Data required time at the worst endpoint | 32.56 ns |
| Max IR drop VDD | 0.0443 mV |
| Ratio of final minimum period to clock period | 0.518 |
| GR Layer Usage met3 | 0.129 |
| Synth unique cells | 58 |
| Biggest fanout along the worst timing path | 86 |
| Via count of the first global-routing pass | 47439 |
| Leakage power | 28.2 nW |
| Maximum level of the CTS H-tree | 4 |
| Worst EP arrival | 12.95 ns |
| CTS max path bufs | 3 |
| Run status | finished clean |
| RSZ-0062 raised after global routing | no |
| Yosys warns | 1 |
| Mean instance size in the synthesized netlist | 17.2 um^2 |
| Via count | 45545 |
| # Max-Cap Violations | 0 |
| DRC errors left | 0 |
| Ys flop type | sky130_fd_sc_hd__edfxtp_1 |
| HPWL after DPL | 128000 um |
| Clock root buffer master | sky130_fd_sc_hd__clkbuf_16 |
| I/O Pins | 99 |
| CTS Sinks | 2048 |
| Tot GR Track Use | 0.181 |
| Starting density of the core | 0.302 |
| Final global-route overflow total | 0 |
| Post-DR vias/cell | 5.37 |
| Post_cts resized | 0 |
| Fin cells | 8479 |
| Post-detailed-routing wire length | 230000 um |
| Total setup violations reported at the end of the flow | 0 |
| Wire length of the first global-routing pass | 331000 um |
| Die ar. | 270000 um^2 |
| Count of hold buffers inserted by post-cts repair | 0 |
| Power after layout | 4.33 mW |
| Gate Count Post-Synth | 4674 |
| Overall die width | 519 um |
| Met2 layer usage reported by global route | 0.272 |
| Slew at the pin closest to its max-slew limit | 0.999 ns |
| Core Box Area | 266000 um^2 |
| Setup TNS after final layout | 0 ns |
| Number of violations reported at the end of detailed-routing iteration 0 | 3191 |
| Most crowded layer after global routing | met2 |
| Category of the worst setup path launch point | input pin |
| Sequential share of the synthesized area | 0.767 |
| Worst relative slew slack | 0.329 |
| Flops & latches, synth | 2048 |
| Highest-count cells in the layout ignoring fill and taps | sky130_fd_sc_hd__edfxtp_1 (2048), sky130_fd_sc_hd__a221oi_1 (275), sky130_fd_sc_hd__a22oi_1 (248) |
| Pin count of the biggest net entering global routing | 100 |
| Count of input and output buffers | 72 |
| Routed length per instance | 27.1 um |
| Buffer count from post-CTS setup fixing | 0 |
| # fillers | 24376 |
[cells in the mapped netlist, types with 17 or more instances]
| cell | count | area [um^2] |
|---|---|---|
| sky130_fd_sc_hd__a2111oi_0 | 17 | 149 |
| sky130_fd_sc_hd__a21o_1 | 56 | 420 |
| sky130_fd_sc_hd__a21oi_1 | 70 | 350 |
| sky130_fd_sc_hd__a221oi_1 | 275 | 2410 |
| sky130_fd_sc_hd__a22o_1 | 29 | 254 |
| sky130_fd_sc_hd__a22oi_1 | 248 | 1860 |
| sky130_fd_sc_hd__a41oi_1 | 17 | 149 |
| sky130_fd_sc_hd__and3_1 | 142 | 888 |
| sky130_fd_sc_hd__and3b_1 | 28 | 245 |
| sky130_fd_sc_hd__buf_1 | 38 | 143 |
| sky130_fd_sc_hd__buf_2 | 128 | 641 |
| sky130_fd_sc_hd__buf_4 | 18 | 135 |
| sky130_fd_sc_hd__clkbuf_1 | 201 | 754 |
| sky130_fd_sc_hd__edfxtp_1 | 2048 | 61500 |
| sky130_fd_sc_hd__mux2_2 | 43 | 484 |
| sky130_fd_sc_hd__mux2i_1 | 176 | 1760 |
| sky130_fd_sc_hd__mux4_2 | 37 | 833 |
| sky130_fd_sc_hd__nand2b_1 | 58 | 363 |
| sky130_fd_sc_hd__nand3_1 | 20 | 100 |
| sky130_fd_sc_hd__nand3b_1 | 138 | 1040 |
| sky130_fd_sc_hd__nor2_1 | 77 | 289 |
| sky130_fd_sc_hd__nor3_1 | 100 | 500 |
| sky130_fd_sc_hd__nor3b_1 | 141 | 1060 |
| sky130_fd_sc_hd__nor4_1 | 18 | 113 |
| sky130_fd_sc_hd__o2111ai_1 | 56 | 490 |
| sky130_fd_sc_hd__o21ai_0 | 183 | 916 |
| sky130_fd_sc_hd__o221ai_1 | 48 | 420 |
| sky130_fd_sc_hd__o22a_1 | 42 | 368 |
| sky130_fd_sc_hd__o22ai_1 | 64 | 400 |
[kinds of logic after synthesis]
group / synth area share
simple gates: 0.0628
flops: 0.767
buf+inv: 0.0222
compound gates: 0.110
mux: 0.0384
[layer usage]
| metal | vias up | share of wire |
|---|---|---|
| li1 | 19659 | - |
| met1 | 22655 | 0.33 |
| met2 | 2789 | 0.46 |
| met3 | 426 | 0.16 |
| met4 | 16 | 0.051 |
| met5 | - | 0.0016 |
[final timing paths]
path / start / to / slack, ns / cells after the start
setup / recovery: address[2] / data_read[13] / 19.61 / 10
hold / removal: data_write[14] / register_memory[20][14] / 7.57 / 1
[final cells by class]
cell class	instances	area [um^2]	share of cell area
Clock buffer	234	5030	0.0546
Inverter	6	25.0	0.000272
Clock inverter	121	1110	0.0120
Sequential cell	2048	61500	0.668
Tap cell	3533	4420	0.0480
Timing Repair Buffer	308	2400	0.0261
Multi-Input combinational cell	2226	17600	0.191
Antenna cell	3	7.51	0.0000815
[metrics by stage]
step / worst slack [ns] / util / hold slack [ns]
2_1_floorplan: 22.87 / - / 8.24
3_3_place_gp: 19.63 / 0.324 / 8.42
3_5_place_dp: 19.64 / 0.324 / 8.42
4_1_cts: 19.65 / 0.347 / 7.52
5_1_grt: 19.38 / 0.347 / 7.56
6_report: 19.61 / 0.347 / 7.57
[worst max-delay path, cell delays in order]
cell and delay [ns]:
sky130_fd_sc_hd__buf_8 0.34, sky130_fd_sc_hd__buf_4 0.50, sky130_fd_sc_hd__buf_4 0.62, sky130_fd_sc_hd__nor2_4 0.28, sky130_fd_sc_hd__buf_12 0.31, sky130_fd_sc_hd__a221oi_1 0.35, sky130_fd_sc_hd__nor3_1 0.08, sky130_fd_sc_hd__nor3_1 0.81
sky130_fd_sc_hd__a41oi_1 0.68, sky130_fd_sc_hd__clkdlybuf4s50_1 0.59
[power breakdown]
part           switching (mW)  leakage (nW)  internal [mW]  total, mW
clock network           0.787          2.99          0.960       1.75
registers             0.00289          18.4           2.34       2.34
logic                   0.175          6.74         0.0711      0.247
total                   0.965          28.2           3.37       4.33
Power figures rest on the tool's default switching activity, not on a simulated workload.
